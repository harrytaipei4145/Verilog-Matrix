===== flow/run.sh =====
#!/bin/bash
# OpenROAD 26Q1-2900-gdf79404cd8, Yosys 0.63+post, stock flow scripts
make -C /OpenROAD-flow-scripts/flow DESIGN_CONFIG=/design/flow/config.mk WORK_HOME=/design/flow/orfs finish

===== flow/design.v =====
module counter(count,input_valid,clk,max);
output [4:0] count;
input clk,input_valid;
input [4:0]max;
reg [4:0] count;
always @(posedge clk)
begin
if(input_valid)
count=0;
else if(count==max)
count=0;
else
count=count+1;
end
endmodule
module add(a,b,out);
input signed[35:0] a;
input signed[35:0] b;
output signed[143:0] out;
wire signed[143:0] out;
assign out[143:128]=$signed(a[35:32])+$signed(b[35:32]);
assign out[127:112]=$signed(a[31:28])+$signed(b[31:28]);
assign out[111:96]=$signed(a[27:24])+$signed(b[27:24]);
assign out[95:80]=$signed(a[23:20])+$signed(b[23:20]);
assign out[79:64]=$signed(a[19:16])+$signed(b[19:16]);
assign out[63:48]=$signed(a[15:12])+$signed(b[15:12]);
assign out[47:32]=$signed(a[11:8])+$signed(b[11:8]);
assign out[31:16]=$signed(a[7:4])+$signed(b[7:4]);
assign out[15:0]=$signed(a[3:0])+$signed(b[3:0]);
endmodule
module sub(a,b,out);
input signed[35:0] a;
input signed[35:0] b;
output signed[143:0] out;
wire signed[143:0] out;
assign out[143:128]=$signed(a[35:32])-$signed(b[35:32]);
assign out[127:112]=$signed(a[31:28])-$signed(b[31:28]);
assign out[111:96]=$signed(a[27:24])-$signed(b[27:24]);
assign out[95:80]=$signed(a[23:20])-$signed(b[23:20]);
assign out[79:64]=$signed(a[19:16])-$signed(b[19:16]);
assign out[63:48]=$signed(a[15:12])-$signed(b[15:12]);
assign out[47:32]=$signed(a[11:8])-$signed(b[11:8]);
assign out[31:16]=$signed(a[7:4])-$signed(b[7:4]);
assign out[15:0]=$signed(a[3:0])-$signed(b[3:0]);
endmodule
module mul(a,b,out);
input signed[35:0] a;
input signed[35:0] b;
output signed[143:0] out;
wire signed[143:0] out;
assign out[15:0]=$signed(a[11:8])*$signed(b[27:24])+$signed(a[7:4])*$signed(b[15:12])+$signed(a[3:0])*$signed(b[3:0]);
assign out[31:16]=$signed(a[11:8])*$signed(b[31:28])+$signed(a[7:4])*$signed(b[19:16])+$signed(a[3:0])*$signed(b[7:4]);
assign out[47:32]=$signed(a[11:8])*$signed(b[35:32])+$signed(a[7:4])*$signed(b[23:20])+$signed(a[3:0])*$signed(b[11:8]);
assign out[63:48]=$signed(a[23:20])*$signed(b[27:24])+$signed(a[19:16])*$signed(b[15:12])+$signed(a[15:12])*$signed(b[3:0]);
assign out[79:64]=$signed(a[23:20])*$signed(b[31:28])+$signed(a[19:16])*$signed(b[19:16])+$signed(a[15:12])*$signed(b[7:4]);
assign out[95:80]=$signed(a[23:20])*$signed(b[35:32])+$signed(a[19:16])*$signed(b[23:20])+$signed(a[15:12])*$signed(b[11:8]);
assign out[111:96]=$signed(a[35:32])*$signed(b[27:24])+$signed(a[31:28])*$signed(b[15:12])+$signed(a[27:24])*$signed(b[3:0]);
assign out[127:112]=$signed(a[35:32])*$signed(b[31:28])+$signed(a[31:28])*$signed(b[19:16])+$signed(a[27:24])*$signed(b[7:4]);
assign out[143:128]=$signed(a[35:32])*$signed(b[35:32])+$signed(a[31:28])*$signed(b[23:20])+$signed(a[27:24])*$signed(b[11:8]);
endmodule
module rotation(A,rot,dir,C,clk);
input signed[35:0] A;
input dir,clk;
input [1:0] rot;
output reg signed[35:0] C;
always@(posedge clk)begin
		if(dir==0)begin
			case(rot)
			     0:C=A;
				 1: begin C[35:32]=A[27:24];
					 C[31:28]=A[15:12];
					 C[27:24]=A[3:0];
					 C[23:20]=A[31:28];
					 C[19:16]=A[19:16];
					 C[15:12]=A[7:4];
					 C[11:8]=A[35:32];
					 C[7:4]=A[23:20];
					 C[3:0]=A[11:8];
					 end
				 2:	begin C[3:0]=A[35:32];
					 C[7:4]=A[31:28];
					 C[8:5]=A[27:24];
					 C[15:12]=A[23:20];
					 C[19:16]=A[19:16];
					 C[23:20]=A[15:12];
					 C[27:24]=A[11:8];
					 C[31:28]=A[7:4];
					 C[35:32]=A[3:0];
					 end
				 3: begin C[27:24]=A[35:32];
					 C[15:12]=A[31:28];
					 C[3:0]=A[27:24];
					 C[31:28]=A[23:20];
					 C[19:16]=A[19:16];
					 C[7:4]=A[15:12];
					 C[35:32]=A[11:8];
					 C[23:20]=A[7:4];
					 C[11:8]=A[3:0];
					 end
			endcase	 
		end
		else begin
			case(rot)
			0:C=A;
				 1: begin C[27:24]=A[35:32];
					 C[15:12]=A[31:28];
					 C[3:0]=A[27:24];
					 C[31:28]=A[23:20];
					 C[19:16]=A[19:16];
					 C[7:4]=A[15:12];
					 C[35:32]=A[11:8];
					 C[23:20]=A[7:4];
					 C[11:8]=A[3:0];
					 end
				2:begin   C[35:32]=A[3:0];
					 C[31:28]=A[7:4];
					 C[27:24]=A[8:5];
					 C[23:20]=A[15:12];
					 C[19:16]=A[19:16];
					 C[15:12]=A[23:20];
					 C[11:8]=A[27:24];
					 C[7:4]=A[31:28];
					 C[3:0]=A[35:32];
				end
				3:begin   C[35:32]=A[27:24];
					 C[31:28]=A[15:12];
					 C[27:24]=A[3:0];
					 C[23:20]=A[31:28];
					 C[19:16]=A[19:16];
					 C[15:12]=A[7:4];
					 C[11:8]=A[35:32];
					 C[7:4]=A[23:20];
					 C[3:0]=A[11:8];
					 end
			endcase
		end
end
endmodule
module deter(a,out);
input signed[35:0] a;
output signed[15:0]out;
wire signed[15:0]out;
assign out=($signed(a[35:32])*$signed(a[19:16])*$signed(a[3:0]))+($signed(a[31:28])*$signed(a[15:12])*$signed(a[7:4]))+($signed(a[23:20])*$signed(a[7:4])*$signed(a[31:28]))-($signed(a[27:24])*$signed(a[19:16])*$signed(a[11:8]))-($signed(a[31:28])*$signed(a[23:23])*$signed(a[7:4]))-($signed(a[15:12])*$signed(a[7:4])*$signed(a[23:20]));
endmodule
module MATRIX(	
	CLK, 
	RESET, 
	IN_VALID, 
	IN, 
	OUT_VALID, 
	OUT
);
input           	  CLK;
input           	  RESET;
input           	  IN_VALID;
input 	signed[3:0]   IN;
output        reg  	  OUT_VALID;
output  signed[15:0]  OUT;
reg    signed[143:0] a_out2;
reg    signed[143:0] s_out2;
reg    signed[143:0] m_out2;
reg    signed[15:0] d_out2;
wire    signed ago;
wire    signed bgo;
wire    signed cgo;
wire    signed dgo;
reg    signed[35:0] a;
wire   signed[35:0] a1;
reg    signed[35:0] b;
wire    signed[35:0] b1;
wire    signed[143:0] a_out;
wire    signed[143:0] s_out;
wire    signed[143:0] m_out;
wire    signed[15:0] d_out;
reg temp;
reg     [19:0] num;
reg    [4:0] count;
reg     [4:0] count1;
reg     [4:0] count2;
reg     [4:0] count3;
reg     signed[15:0]  OUT;
always @(posedge CLK) begin
if(RESET)begin
count=0;
end
if(IN_VALID)begin
if(count>=18 && count<23)begin
    num <={num[15:0],IN};
count=count+1;
end
 if(count>=9 && count<18)begin
    b <={b[31:0],IN};
    count=count+1;
end
 if(count>= 0 && count<9)begin
    a <= {a[31:0], IN};
    count=count+1;
    end
end
if(count2==8)
count=0;
end
rotation rot_a(a,num[19:16],num[15:12],a1,CLK);
rotation rot_b(b,num[11:8],num[7:4],b1,CLK);
mul multi(a1,b1,m_out);
sub sub(a1,b1,s_out);
add add(a1,b1,a_out);
deter det1(a1,d_out);
always @(negedge CLK)begin
if(RESET)begin
count1=0;
OUT_VALID=0;
count2=0;
count3=0;
end
if(count==23)
if(count2<=5)
count2=count2+1;
if(count2>=5 && count2<14)begin
OUT_VALID=1;
count2=count2+1;
end
if(count2==14)begin
OUT_VALID=0;
count2=0;
end
if(OUT_VALID==1)begin
if(count1==0)begin
a_out2=a_out;
s_out2=s_out;
m_out2=m_out;
d_out2=d_out;
count1=count1+1;
end
case(num[3:0])
4'b0000:OUT<=a_out2[143:128];
4'b0001:OUT<=s_out2[143:128];
4'b0010:OUT<=m_out2[143:128];
4'b0011:OUT<=d_out2[15:0];
endcase
a_out2<={a_out2[127:0],16'b0000000000000000};
s_out2<={s_out2[127:0],16'b0000000000000000};
m_out2<={m_out2[127:0],16'b0000000000000000};
end
end
endmodule

===== flow/constraint.sdc =====
current_design counter

set clk_period 1.4
set clk_io_pct 0.2

create_clock -name clk0 -period $clk_period [get_ports {clk}]

set non_clock_inputs [all_inputs -no_clocks]
set_input_delay [expr $clk_period * $clk_io_pct] -clock clk0 $non_clock_inputs
set_output_delay [expr $clk_period * $clk_io_pct] -clock clk0 [all_outputs]

===== flow/config.mk =====
export PLATFORM = sky130hd
export DESIGN_NAME = counter
export DESIGN_NICKNAME = counter
export VERILOG_FILES = /design/flow/design.v
export SDC_FILE = /design/flow/constraint.sdc
export NUM_CORES = 4
export LEC_CHECK = 1
export CORE_AREA = 10 10 70 70
export DIE_AREA = 0 0 80 80

==> flow_summary.html <==
<h2>Synthesis and place &amp; route</h2>
<table>
<tr><th>Metric</th><th>Value</th></tr>
<tr><th colspan="2">Hold path</th></tr>
<tr><td>Number of cells traversed by the worst hold path</td><td>1</td></tr>
<tr><td>Hold Path End</td><td>count[0]$_SDFF_PP0_</td></tr>
<tr><td>Kind of path behind the tightest hold check</td><td>register to register</td></tr>
<tr><td>HP Start</td><td>count[0]$_SDFF_PP0_</td></tr>
<tr><th colspan="2">Place</th></tr>
<tr><td>Total half-perimeter wirelength after legalization and detailed placement</td><td>512 µm</td></tr>
<tr><td>Number of input and output port buffers inserted</td><td>11</td></tr>
<tr><td>Number of instances in the placed design</td><td>84</td></tr>
<tr><td>Final estimated routing congestion in global placement</td><td>0.794</td></tr>
<tr><th colspan="2">Layout</th></tr>
<tr><td>Share of the core filled with cells</td><td>13.3%</td></tr>
<tr><td>Top cells excl fill/tap</td><td>11 x sky130_fd_sc_hd__clkdlybuf4s50_1, 5 x sky130_fd_sc_hd__xnor2_1, 5 x sky130_fd_sc_hd__nor2_1</td></tr>
<tr><td>Most numerous logic cell after layout</td><td>sky130_fd_sc_hd__clkdlybuf4s50_1</td></tr>
<tr><td>Final standard cell count with taps included and fillers excluded</td><td>88</td></tr>
<tr><td>Post-synthesis to final-layout area growth</td><td>80.6%</td></tr>
<tr><td>Proportion of layout cells with a drive suffix above 1</td><td>23.8%</td></tr>
<tr><td>Largest register FFs</td><td>5</td></tr>
<tr><th colspan="2">Synthesis</th></tr>
<tr><td>Area share of the largest cell type after synthesis</td><td>39.8%</td></tr>
<tr><td>Number of cells in Yosys stat</td><td>27</td></tr>
<tr><td>Yosys top cell by area</td><td>sky130_fd_sc_hd__dfxtp_1</td></tr>
<tr><td>Seq cells post-synth</td><td>5</td></tr>
<tr><td>Seq share, synth</td><td>39.8%</td></tr>
<tr><td>Post-synthesis cell count</td><td>27</td></tr>
<tr><td>Yosys Warn Count</td><td>1</td></tr>
<tr><td>Mean instance size in the synthesized netlist</td><td>9.31 µm²</td></tr>
<tr><td>Chip area from the yosys synthesis statistics</td><td>251 µm²</td></tr>
<tr><td>Number of distinct library cell variants in the gate-level netlist after synthesis</td><td>12</td></tr>
<tr><td>Dominant cells by area after synthesis</td><td>sky130_fd_sc_hd__dfxtp_1 40%, sky130_fd_sc_hd__xnor2_1 17%, sky130_fd_sc_hd__nor2_1 7.5%</td></tr>
<tr><td>Area of the mapped netlist</td><td>251 µm²</td></tr>
<tr><th colspan="2">Drt</th></tr>
<tr><td>DR vias/cell</td><td>2.66</td></tr>
<tr><td>Number of violations reported at the end of detailed-routing iteration 0</td><td>3</td></tr>
<tr><td>Routed vias</td><td>234</td></tr>
<tr><td>Antenna Cells</td><td>0</td></tr>
<tr><td>Pre-Repair DR Iteration Count</td><td>2</td></tr>
<tr><td>DRC viols</td><td>0</td></tr>
<tr><td>Routed wire length</td><td>642 µm</td></tr>
<tr><td>Remaining number of nets flagged by the antenna check after routing</td><td>0</td></tr>
<tr><td>Wire length per cell after detailed routing</td><td>7.30 µm</td></tr>
<tr><th colspan="2">Global route</th></tr>
<tr><td>Maximum number of pins on one net before global-route repair</td><td>6</td></tr>
<tr><td>Initial antenna violation count</td><td>0</td></tr>
<tr><td>Met3 Resource Use GR</td><td>0.455%</td></tr>
<tr><td>Wire length of the first global-routing pass</td><td>959 µm</td></tr>
<tr><td>Overall global routing resource usage</td><td>1.81%</td></tr>
<tr><td>Highest-utilization routing layer at the global route stage</td><td>met2</td></tr>
<tr><td>Number of global-route vias before repair</td><td>232</td></tr>
<tr><td>Grt ovf</td><td>0</td></tr>
<tr><td>Fraction of met1 tracks used by global routing</td><td>2.39%</td></tr>
<tr><td>Grt met2 use</td><td>2.41%</td></tr>
<tr><th colspan="2">Pwr</th></tr>
<tr><td>Pwr/cell area</td><td>884 mW/mm²</td></tr>
<tr><td>Leakage power of the design</td><td>0.000160 µW</td></tr>
<tr><td>Post-route total power</td><td>402 µW</td></tr>
<tr><td>Worst supply voltage drop on vdd</td><td>0.000167 V</td></tr>
<tr><th colspan="2">Worst setup path</th></tr>
<tr><td>Critical path class</td><td>register to output pin</td></tr>
<tr><td>Worst-path cell with the longest stage delay</td><td>sky130_fd_sc_hd__clkdlybuf4s50_1</td></tr>
<tr><td>Crit path largest cell delay</td><td>0.47 ns</td></tr>
<tr><td>Required time at the endpoint of the critical path</td><td>1.12 ns</td></tr>
<tr><td>CP arrival</td><td>1.08 ns</td></tr>
<tr><td>FF-to-FF path depth</td><td>4</td></tr>
<tr><td>Crit-path leading delay family</td><td>buffers and inverters</td></tr>
<tr><td>Maximum fanout encountered on the critical timing path</td><td>5</td></tr>
<tr><td>Reg2Reg Launch Point</td><td>count[2]$_SDFF_PP0_</td></tr>
<tr><td>Critical Path End Type</td><td>output pin</td></tr>
<tr><td>Reg-to-reg setup timing slack</td><td>0.26 ns</td></tr>
<tr><td>Combined buffer and inverter count along the critical path</td><td>1</td></tr>
<tr><td>Critical path launch point type</td><td>register</td></tr>
<tr><td>Cell-by-cell listing of the critical path</td><td>clkdlybuf4s50_1</td></tr>
<tr><td>Terminus of the critical flop-to-flop path</td><td>count[4]$_SDFF_PP0_</td></tr>
<tr><th colspan="2">STA</th></tr>
<tr><td>Slew headroom</td><td>85.6%</td></tr>
<tr><td>Final setup violation count</td><td>0</td></tr>
<tr><td>Worst hold slack</td><td>0.461 ns</td></tr>
<tr><td>Final Hold Fails</td><td>0</td></tr>
<tr><td>Share of the cycle needed by the critical path after routing</td><td>96.9%</td></tr>
<tr><td>Final critical path time including I/O delays and setup</td><td>1.36 ns</td></tr>
<tr><td>Worst slew pin tran</td><td>0.216 ns</td></tr>
<tr><td>Setup clock skew after layout</td><td>0.00167 ns</td></tr>
<tr><td>Setup repair after global routing missed its margin</td><td>false</td></tr>
<tr><td>Maximum clock frequency</td><td>737 MHz</td></tr>
<tr><td>Slew Limit Fails</td><td>0</td></tr>
<tr><th colspan="2">Clocking</th></tr>
<tr><td>Number of H-tree branching levels</td><td>1</td></tr>
<tr><td>Clk slew on worst S/H paths</td><td>0.04 ns</td></tr>
<tr><td>Clock latency of the later-clocked register in the worst-skew pair</td><td>0.24 ns</td></tr>
<tr><td>Buffers from clock root to sink, at most</td><td>2</td></tr>
<tr><td>Number of buffers inserted during clock tree synthesis</td><td>3</td></tr>
<tr><td>Buffer cell driving the clock tree root</td><td>sky130_fd_sc_hd__clkbuf_4</td></tr>
<tr><td>TritonCTS clock tree</td><td>done</td></tr>
<tr><td>Sink count of the clock tree</td><td>5</td></tr>
<tr><th colspan="2">Floorplanning</th></tr>
<tr><td>FP Core Util</td><td>7.36%</td></tr>
<tr><td>Placeable core area</td><td>0.00342 mm²</td></tr>
<tr><td>Die outline height</td><td>80 µm</td></tr>
<tr><td>Core Rows</td><td>21</td></tr>
<tr><td>Number of I/O pins</td><td>12</td></tr>
<tr><td>Die width</td><td>80 µm</td></tr>
<tr><td>Area enclosed by the die boundary</td><td>0.00640 mm²</td></tr>
<tr><th colspan="2">Job</th></tr>
<tr><td>Tally of OpenROAD warnings</td><td>25</td></tr>
<tr><td>Number of max-capacitance violations reported</td><td>0</td></tr>
<tr><th colspan="2">Status</th></tr>
<tr><td>Outcome</td><td>finished clean</td></tr>
</table>
-- synth_stat cells, drive strengths merged --
| cell type | n |
|---|---|
| a21oi | 1 |
| nor2 | 5 |
| dfxtp | 5 |
| o21bai | 1 |
| o211ai | 1 |
| inv | 2 |
| nand3 | 2 |
| o21ai | 1 |
| ha | 1 |
| xnor2 | 5 |
| nand4 | 1 |
| xor2 | 2 |
-- per-stage QoR --
step	cell area [µm²]	TNS, ns	setup slack [ns]
after global routing	454	0	0.00627
after CTS	450	0	0.000660
final	454	0	0.0437
after detailed placement	419	-0.391	-0.0941
after global placement	419	-0.284	-0.0716
after floorplan	251	0	0.387
-- cells by family after synthesis --
group                    synth area share (%)
AND/OR/NAND/NOR                          16.4
XOR/XNOR                                 24.4
flip-flops                               39.8
AND-OR/OR-AND                            11.4
buffers and inverters                    2.99
adder cells (fa/ha/maj)                  4.97
-- metal layers --
metal,wire (µm),vias up
met5,0,-
met1,307,103
met4,27,0
met2,230,11
met3,77,2
li1,-,118
-- worst max-delay path by stage --
stage / start / end / slack, ns / cells after the start
after CTS: count[4]$_SDFF_PP0_ / count[4] / 0.0007 / 1
after global routing: count[2]$_SDFF_PP0_ / count[2] / 0.006 / 1
final: count[2]$_SDFF_PP0_ / count[2] / 0.04 / 1
-- repair_timing --
item	4_1_cts	5_1_grt
pin swaps	0	0
setup endpoints to repair	4	2
gates resized	4	2
hold buffers	0	0
buffers inserted	0	0
-- final cells by class --
cell class	instances	area, µm²
sequential	5	109
fill	388	2960
multi-input combinational	20	144
inverter	2	7.51
tap	46	57.6
timing repair buffer	11	110
clock buffer	4	26.3
-- power breakdown --
group | switching, µW | leakage, µW | internal, µW | total (µW)
combinational | 23.9 | 0.000102 | 49.0 | 72.9
sequential | 12.4 | 0.0000432 | 153 | 166
clock | 55.3 | 0.0000150 | 108 | 163
total | 91.6 | 0.000160 | 310 | 402
Power figures rest on the tool's default switching activity, not on a simulated workload.
